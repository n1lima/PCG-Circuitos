===== flow/run.sh =====
#!/bin/bash
# OpenROAD 26Q1-2900-gdf79404cd8, Yosys 0.63+post, stock flow scripts
make -C /OpenROAD-flow-scripts/flow DESIGN_CONFIG=/design/flow/config.mk WORK_HOME=/design/flow/orfs finish

===== flow/design.v =====
module ff_d(D,CK,PR,CLR,Q);
    input D, CK, PR, CLR;
    output reg Q;
    always @(negedge CK) begin
        if (PR == 1'b0 && CLR == 1'b1)
            Q = 1'b1;
        else if (PR == 1'b1 && CLR == 1'b0)
            Q = 1'b0;
        else if (PR == 1'b0 && CLR == 1'b0)
            Q = 1'bx;
        else begin
            case(D)
                1'b0: Q = 1'b0;
                1'b1: Q = 1'b1;
            endcase
        end
    end
endmodule
module registrador#(parameter N = 8)(CK, D, PR, CLR, Q);
    input CK,  PR, CLR;
    input [N-1:0] D;
    output [N-1:0] Q;
    genvar i;
    generate
        for (i = 0; i < N; i = i + 1) begin
            ff_d ff (D[i], CK , PR , CLR , Q[i]);
        end
    endgenerate
endmodule
module decodificador(A, E, S);
    input [2:0] A;
    input E;
    output reg [7:0] S;
    always @(A or E) begin
        if (E == 1) begin
        case (A)
            3'b000: S = 8'b00000001;
            3'b001: S = 8'b00000010;
            3'b010: S = 8'b00000100;
            3'b011: S = 8'b00001000;
            3'b100: S = 8'b00010000;
            3'b101: S = 8'b00100000;
            3'b110: S = 8'b01000000;
            3'b111: S = 8'b10000000;
        endcase
        end
        else 
            S = 8'b00000000;
    end
endmodule
module somador(a,b,s,c);
    input a,b;
    output c,s;
    assign s = a ^ b;
    assign c = a & b;
endmodule
module somadorCompleto(a, b, c_in, s, c_out);
    input a, b, c_in;
    output s, c_out;
    assign s = a ^ b ^ c_in;
    assign c_out = b&c_in | a&c_in | a&b;
endmodule
module somador8(a,b,s);
    input[7:0] a, b;
    output[8:0] s;
    wire[6:0] c;
    somador u1(a[0], b[0], s[0], c[0]);
    somadorCompleto u2(a[1], b[1], c[0], s[1], c[1]);
    somadorCompleto u3(a[2], b[2], c[1], s[2], c[2]);
    somadorCompleto u4(a[3], b[3], c[2], s[3], c[3]);
    somadorCompleto u5(a[4], b[4], c[3], s[4], c[4]);
    somadorCompleto u6(a[5], b[5], c[4], s[5], c[5]);
    somadorCompleto u7(a[6], b[6], c[5], s[6], c[6]);
    somadorCompleto u8(a[7], b[7], c[6], s[7], s[8]);
endmodule
module tristate (a, b, en);
input [7:0] a;
input en;
output reg [7:0] b;
always@(*) begin
    if(en)
        b = a;
    else
        b = 8'bzzzzzzzz;
end
endmodule
module subtrator(a, b, c, s);
    input a, b;
    output c, s;
    assign s = a ^ b;
    assign c = (~a) & b;
endmodule
module subtratorCompleto(a, b, c_in, s, c_out);
    input a, b, c_in;
    output s, c_out;
    assign s = a ^ b ^ c_in;
    assign c_out = (~a & b) | (a & c_in) | (b & c_in);
endmodule
module subtrator8(a, b, d);
    input [7:0] a, b;   
    output [8:0] d;      
    wire [6:0] c;        
    subtrator u1(a[0], b[0], d[0], c[0]);
    subtratorCompleto u2(a[1], b[1], c[0], d[1], c[1]);
    subtratorCompleto u3(a[2], b[2], c[1], d[2], c[2]);
    subtratorCompleto u4(a[3], b[3], c[2], d[3], c[3]);
    subtratorCompleto u5(a[4], b[4], c[3], d[4], c[4]);
    subtratorCompleto u6(a[5], b[5], c[4], d[5], c[5]);
    subtratorCompleto u7(a[6], b[6], c[5], d[6], c[6]);
    subtratorCompleto u8(a[7], b[7], c[6], d[7], d[8]);
endmodule
module xor_gate(a, b, s);
    input [7:0] a;       
    input [7:0] b;       
    output [7:0] s;       
    assign s = a ^ b;
endmodule
module not_gate(a, y);
    input [7:0] a;      
    output [7:0] y;        
    assign y = ~a;
endmodule
module and_gate(a, b, y);
input  [7:0]a;
input  [7:0]b;
output [7:0]y;
assign y = a & b;
endmodule
module or_gate(a, b, y);
    input [7:0]a;
    input [7:0]b;
    output [7:0]y;
    assign y = a|b;
endmodule
module igualdade (
    input [7:0] a,  
    input [7:0] b, 
    output s          
);
    wire [7:0] xnor_out;  
    assign xnor_out = a ~^ b;
    assign s = &xnor_out;
endmodule
module desigualdade (
    input [7:0] a,   
    input [7:0] b,  
    output s          
);
    wire [7:0] xor_out;  
    assign xor_out = a ^ b;
    assign s = |xor_out;
endmodule
module ula #(parameter N = 8)(a, b, opcode, s, flag,clk);
    input [7:0] a,b;
    input [2:0] opcode;
    input clk;
    output [7:0] s;
    output reg flag;
    wire [7:0] a_reg, b_reg;
    wire [8:0] sum_res, sub_res;
    wire [7:0] enable;
    wire [7:0] saida_tristate;
    wire [7:0] xor_res, not_res, and_res, or_res;
    wire igualdade_res, desigualdade_res;
    registrador regA(clk, a, 1'b1, 1'b1, a_reg);
    registrador regB(clk, b, 1'b1, 1'b1, b_reg);
    decodificador decoder(opcode, 1'b1, enable);
    somador8 somador(a_reg, b_reg, sum_res);
    tristate tristate_soma(sum_res[7:0], saida_tristate, enable[0]);  
    subtrator8 subtrator(a_reg, b_reg, sub_res);
    tristate tristate_subtracao(sub_res[7:0], saida_tristate, enable[1]);  
    and_gate and_modulo(a_reg, b_reg, and_res);
    tristate tristate_and(and_res, saida_tristate, enable[2]);  
    or_gate or_modulo(a_reg, b_reg, or_res);
    tristate tristate_or(or_res, saida_tristate, enable[3]);  
    xor_gate xor_modulo(a_reg, b_reg, xor_res);
    tristate tristate_xor(xor_res[7:0], saida_tristate, enable[4]);  
    not_gate not_modulo(a_reg, not_res);
    tristate tristate_not(not_res[7:0], saida_tristate, enable[5]);  
    igualdade igualdade_modulo(.a(a_reg), .b(b_reg), .s(igualdade_res));
    tristate tristate_igualdade({7'b0, igualdade_res}, saida_tristate, enable[6]);  
    desigualdade desigualdade_modulo(.a(a_reg), .b(b_reg), .s(desigualdade_res));
    tristate tristate_desigualdade({7'b0, desigualdade_res}, saida_tristate, enable[7]);  
    registrador regS(clk, saida_tristate, 1'b1, 1'b1, s);
    always @(*) begin
        case (opcode)
            3'b000: flag = sum_res[8] ;
            3'b001: flag = sub_res[8]; 
            default: flag = 1'b0;
        endcase
    end
endmodule

===== flow/config.mk =====
export PLATFORM = sky130hd
export DESIGN_NAME = ula
export DESIGN_NICKNAME = ula
export VERILOG_FILES = /design/flow/design.v
export SDC_FILE = /design/flow/constraint.sdc
export NUM_CORES = 4
export LEC_CHECK = 1
export CORE_AREA = 10 10 74 74
export DIE_AREA = 0 0 84 84

===== flow/constraint.sdc =====
current_design ula

set clk_period 1.6
set clk_io_pct 0.2

create_clock -name clk0 -period $clk_period [get_ports {clk}]

set non_clock_inputs [all_inputs -no_clocks]
set_input_delay [expr $clk_period * $clk_io_pct] -clock clk0 $non_clock_inputs
set_output_delay [expr $clk_period * $clk_io_pct] -clock clk0 [all_outputs]

==> Changelog: implementation <==
## Flow update

- Grt total ovfl: 0
- Ports: 29
- Cell Rows: 23
- Top Layout Cells: 19 x clkdlybuf4s50_1, 17 x inv_1, 9 x dfxtp_2
- Clock transition at the registers of the reported paths: 0.03 ns
- DRC: 0
- TritonCTS Buffers: 3
- Die y size: 84 microns
- Main flop type: dfxtp_1
- Final WL: 1330 microns
- Critical R2R Capture: regS.genblk1[0].ff.Q
- YS chip area: 554 sq um
- Synth Warn #: 13
- Hpwl dp: 1050 microns
- Pleak: 0.434 nW
- Hold depth: 3
- Area Overhead vs Synth: 72.7%
- Vias in the first global route: 517
- Final setup violating endpoints: 2
- CP Capture Type: output port
- Initial antenna violation count: 0
- Number of enable flip-flop cells: 0
- Vias: 425
- Global-route wire length before repair: 2070 microns
- Most frequent logic cell in the layout: clkdlybuf4s50_1
- CP Class: register to output port
- Wire per inst: 9.84 microns
- Share of post-route cells with drive strength above 1: 23.5%
- Status: finished, violations left
- Synthesized netlist cell count: 46
- Total track usage: 3.61%
- Post-CTS Setup Bufs: 0
- Fin cells: 135
- Die area: 7060 sq um
- Mapped Area: 554 sq um
- Area leader share: 61.4%
- CTS root buf: clkbuf_8
- Placed Instances: 115
- Largest net degree at the start of global routing: 11
- Failing checks: setup timing
- R2R depth: 3
- Worst hold path type: register to register
- Avg Cell Area, Syn: 12.0 sq um
- CTS tree: built
- Worst VDD drop: 953 uV
- RSZ-0062 raised after global routing: yes
- Min-delay src: regB.genblk1[0].ff.Q
- Critical path arrival: 2.28 ns
- Ys async rst share: 0%
- H-tree depth reported by CTS: 1
- Skew-Pair Late Insertion Delay: 0.33 ns
- DRT Pass-1 Iters: 2
- Clock sink count: 17
- Max Root-Sink Buffers: 2
- CP Launch Type: register
- # Cells Yosys: 46
- Antenna Cells: 0
- Number of synthesized register bits: 17
- Worst Skew: 0.0126 ns
- OpenROAD warnings: 45
- Power per Cell Area: 1240 nW/um^2
- Worst R2R Setup Slack: 0.60 ns
- Fillers: 427
- Worst r2r src: regA.genblk1[1].ff.Q
- Post-synth seq share: 61.4%
- Crit Path Max Fanout: 2
- Post-route ant nets: 0
- Max Cap Violations: 0
- Synth cell types: 15
- Placeable Area: 3970 sq um
- Number of DRC markers in iteration 0: 19
- Top cells by area: dfxtp_1 61%, buf_4 11%, xnor2_1 9.5%
- Hold Path Sink: regS.genblk1[0].ff.Q
- IO Port Bufs: 21
- Final Wtd Congestion: 0.724
- Die width: 84 microns
- Init Core Util: 14.0%
- Cell taking the most area after synthesis: dfxtp_1
- Max Transition Viols Final: 0
- Total negative slack: -1.22 ns
- Worst Path Required: 1.28 ns
- Setup ws final: -1.00 ns
- Fin. Hold Viols: 0
- Via/cell ratio: 3.15
==> layer usage <==
metal	track usage, %	part of all wire (%)	vias up
li1	-	-	217
met1	3.27	42	186
met2	5.09	41	22
met3	3.94	16	0
met4	1.52	0	0
met5	0	0	-
==> worst max-delay path by stage <==
stage / endpoint / from / depth (start not counted) / slack [ns]
CTS: flag / regB.genblk1[1].ff.Q / 5 / -0.99
global route: flag / regA.genblk1[2].ff.Q / 5 / -1.13
finish: flag / regA.genblk1[1].ff.Q / 5 / -1.00
==> cell usage after synthesis, types with 2 or more instances <==
| cell type | instances |
|---|---|
| nor2_1 | 2 |
| buf_4 | 8 |
| xnor2_1 | 6 |
| dfxtp_1 | 17 |
| o22ai_1 | 3 |
==> timing repair <==
| item | 4_1_cts | 5_1_grt |
|---|---|---|
| endpoints found under the setup margin | 2 | 2 |
| pin swaps | 7 | 7 |
| resized | 12 | 7 |
| hold buffers | 0 | 0 |
==> registers in the layout, summed over array words and instances (netlist names) <==
signal             count
regA.genblk1.ff.Q      8
regB.genblk1.ff.Q      8
regS.genblk1.ff.Q      1
==> logic make-up after synthesis <==
family                     synth area share [%]
AOI/OAI and AO/OA                          4.97
xor gates and xnor gates                   11.1
DFF                                        61.4
other                                     0.677
adders and majority gates                  2.26
buffers and inverters                      11.5
and+or+nand+nor                            8.13
==> area by class of cell <==
type / count / area [sq um] / area share, %
Clock buffer: 3 / 41.3 / 4.31
Sequential cell: 17 / 352 / 36.7
Multi-Input combinational cell: 26 / 208 / 21.7
Tap cell: 50 / 62.6 / 6.54
Timing Repair Buffer: 21 / 200 / 20.9
Clock inverter: 18 / 93.8 / 9.80
==> report_power, final <==
| group | internal, W | switching [W] | total, W |
|---|---|---|---|
| combinational | 0.0000641 | 0.0000206 | 0.0000847 |
| clock | 0.000389 | 0.000248 | 0.000638 |
| sequential | 0.000452 | 0.0000171 | 0.000469 |
| total | 0.000905 | 0.000286 | 0.00119 |
==> metrics by stage <==
stage | hold slack (ns) | setup WS [ns] | util [%] | total power [W] | cell area, sq um
floorplan | 0.511 | -0.469 | - | 0.000573 | 577
global placement | 0.555 | -1.07 | 19.9 | 0.000616 | 790
detailed placement | 0.562 | -1.07 | 19.9 | 0.000617 | 790
CTS | 0.575 | -0.989 | 23.6 | 0.00120 | 936
global route | 0.593 | -1.13 | 24.1 | 0.00126 | 957
finish | 0.569 | -1.00 | 24.1 | 0.00119 | 957
==> critical path: stages, from the launching register on <==
cell and delay [ns]:
dfxtp_2 0.32, xnor2_2 0.16, nand4_1 0.12, nor4_2 0.29, a31o_1 0.18, buf_2 0.09
No activity file was given, so power comes from the tool's default toggle rates.
